**flow/design.v**
```verilog
`timescale 1ns / 1ps
module GAURI_decoder_5b(SEL, OUT);  
  input [4:0] SEL;  
  output reg [31:0] OUT;  
  always @(SEL or OUT)  
  begin 
    case (SEL)   
      5'b00000 :begin OUT = 32'h1; end  
      5'b00001 :begin OUT = 32'h2 ;end  
      5'b00010 :begin OUT = 32'h4 ;end  
      5'b00011 :begin OUT = 32'h8 ;end  
      5'b00100 :begin OUT = 32'h10; end  
      5'b00101 :begin OUT = 32'h20 ;end  
      5'b00110 :begin OUT = 32'h40 ;end  
      5'b00111 :begin OUT = 32'h80 ;end  
      5'b01000 :begin OUT = 32'h100; end  
      5'b01001 :begin OUT = 32'h200 ;end  
      5'b01010 :begin OUT = 32'h400 ;end  
      5'b01011 :begin OUT = 32'h800 ;end  
      5'b01100 :begin OUT = 32'h1000; end  
      5'b01101 :begin OUT = 32'h2000 ;end  
      5'b01110 :begin OUT = 32'h4000 ;end  
      5'b01111 :begin OUT = 32'h8000;end 
      5'b10000 :begin OUT = 32'h10000; end  
      5'b10001 :begin OUT = 32'h20000 ;end  
      5'b10010 :begin OUT = 32'h40000 ;end  
      5'b10011 :begin OUT = 32'h80000 ;end  
      5'b10100 :begin OUT = 32'h100000; end  
      5'b10101 :begin OUT = 32'h200000 ;end  
      5'b10110 :begin OUT = 32'h400000 ;end  
      5'b10111 :begin OUT = 32'h800000 ;end  
      5'b11000 :begin OUT = 32'h1000000; end  
      5'b11001 :begin OUT = 32'h2000000;end  
      5'b11010 :begin OUT = 32'h4000000 ;end  
      5'b11011 :begin OUT = 32'h8000000 ;end  
      5'b11100 :begin OUT = 32'h10000000; end  
      5'b11101 :begin OUT = 32'h20000000 ;end  
      5'b11110 :begin OUT = 32'h40000000 ;end  
      5'b11111 :begin OUT = 32'h80000000;end   
     endcase  
  end  
endmodule
```
**flow/run.sh**
```bash
#!/bin/bash
# OpenROAD 26Q1-2900-gdf79404cd8, Yosys 0.63+post, stock flow scripts
make -C /OpenROAD-flow-scripts/flow DESIGN_CONFIG=/design/flow/config.mk WORK_HOME=/design/flow/orfs finish
```
**flow/config.mk**
```make
export PLATFORM = sky130hd
export DESIGN_NAME = GAURI_decoder_5b
export DESIGN_NICKNAME = GAURI_decoder_5b
export VERILOG_FILES = /design/flow/design.v
export SDC_FILE = /design/flow/constraint.sdc
export NUM_CORES = 4
export LEC_CHECK = 1
export CORE_AREA = 10 10 70 70
export DIE_AREA = 0 0 80 80
```
**flow/constraint.sdc**
```tcl
current_design GAURI_decoder_5b

set clk_period 1.0
set clk_io_pct 0.2

create_clock -name clk0 -period $clk_period

set non_clock_inputs [all_inputs -no_clocks]
set_input_delay [expr $clk_period * $clk_io_pct] -clock clk0 $non_clock_inputs
set_output_delay [expr $clk_period * $clk_io_pct] -clock clk0 [all_outputs]
```
==> results.txt <==
This memo summarizes the results of the implementation run.

Run status
The flow ran to the end, but the final reports show violations. The checks that failed: setup timing.

Route
The antenna violation net count after detailed routing is 0. For this run, the script counts the antenna cells in the layout as 0. The starting DRC count in detailed routing is 3. The via count is 558.

Summed over all layers, the routed wires come to ~2.0 mm. For this run, design rule violations remaining after detail routing come to 0. The number of detailed-route iterations in the first pass is 4. For this sky-water flow run, the detailed-routed wirelength per cell is reported as 13.3 um.

The script logs the ratio of routed vias to standard cells as between 3 and 4.

Final timing
Post-route period utilization is reported as 123%. The total of endpoints with negative setup slack in the final report is 29. The fmax is around 810 MHz. The total count of max-transition violations in the final report is 0. The final timing report gives a worst setup slack of -234 ps. Counting I/O delays and the setup requirement, the final critical path takes roughly 1200 ps. The final layout reports a setup TNS of -5020 ps. In the final report, the number of hold violations comes to 0. Setup repair after global routing could not meet its margin everywhere. Measured against its own limit, the worst slew margin works out to between 80% and 90%. The pin closest to its max-slew limit shows a slew of roughly 190 ps.

Power
The analysis attributes to net switching a power of around 120 uW. The flow reports that the clock network draws 0% of the design power. Summed over all cells, the static leakage comes to approximately 0.47 nW.

The design internal power is between 150 and 200 uW. The net switching fraction of the power is 43.7%. The completed layout was analyzed and its total power is about 280 uW.

The worst VDD IR drop from the latest analysis is roughly 0.000052 V. Dividing total power by cell area gives a power density of 292 nW/um2. The sequential cell fraction of total power is 0%. The proportion of power drawn by combinational gates is 100.0%.

Synth
The yosys synthesis chip area is ~220 um2. The number of distinct standard cells referenced by the synthesized netlist is 10. The share of synthesized area occupied by flip-flops and latches is 0%. The synthesized instance count is around 47. The average size of a mapped cell is approximately 4.6 um2. For this run, the number of Yosys warnings is 1. The mapped netlist covers between 200 and 250 um2. Yosys stat counts approximately 47 cells in the synthesized netlist.

Critical path
The critical path endpoint has a required time of approximately 800 ps. The worst setup path is launched from an input pin. Among all stages on the critical path, the largest delay is contributed by or3b_4. For the worst setup path, the data arrival time is 1030 ps. The longest individual stage delay on the worst path is about 420 ps. The type of the worst setup path is input pin to primary output. On the critical path the largest part of the delay comes from simple AND/OR/NAND/NOR gates. The category of the worst setup path capture point is a primary output. Max fanout on the critical path was recorded as 7.

The script reports the combined buffer and inverter count of the critical path as 3. Traced cell by cell, the critical path runs through buf_12 > or3b_4 > buf_6 > nor2_4 > buf_2.

Die
Measured along the y axis, the die boundary spans around 80 um. From left edge to right edge, the die measures ~80 um. The core region is approximately 3400 um2. For this configuration, the core starts out at a cell density of between 6 and 7%. Pin placement for this block handled 37 I/O pins. For reference, the placement row count at floorplan is 21. The floorplan step defined a die boundary enclosing 6400 um2.

Placed design
The number of input and output port buffers inserted is 37. The HPWL after detailed placement is ~1.3 mm. Detailed placement reports a standard cell area of 656 um2. The cell count after placement is roughly 130. The worst slack at placement is -1040 ps. The weighted congestion at the end of routability-driven global placement is 0.758.

Finish
The layout has 364 filler cells. The design has 0 sequential cells. The total of clock buffers placed in the layout is 0. After the flow finishes, the layout carries non-filler instances totaling around 150. The growth of design area from synthesis to finish is 344%. The layout cell share with drive strength beyond 1 is a little under nine tenths. After routing the design area is 961 um2. The register cell area after layout is 0 um2.

Global routing
Summed over all routing layers, the global router reports a total usage of 5.98%. The first global-routing pass estimated slightly above 3 mm of wire. The number of global-route vias before repair came to ~540.

Recorded from the global router log, the overflow total was 0. Entering global routing, the biggest net connects 8 pins. The initial antenna violation count is 0.

Flow run
The number of warnings in the stage logs is 34. Across the run, the number of max-cap violations was 0.

Min path
The startpoint identified for the worst hold timing path is SEL[1]. The kind of path behind the tightest hold check is input pin to primary output. Counting instances, the worst hold path has a depth of 4. The hold-critical path endpoint is OUT[4].

Clock network
The number of buffers inserted for hold repair after clock tree synthesis is 0.
-- synth_stat cells --
cell type | number | share of area, %
clkbuf_1 | 3 | 5.2
nand2_1 | 1 | 1.7
nand2b_1 | 2 | 5.8
nand3_1 | 1 | 2.3
nand3b_1 | 3 | 10
nor2_1 | 32 | 55
or2_2 | 1 | 2.9
or3_1 | 1 | 2.9
or3b_1 | 2 | 8.1
or3b_4 | 1 | 5.2
-- worst min-delay path, stage by stage --
cell and delay, ps:
buf_12 90, or3b_4 130, nor2_2 30, buf_2 100
-- cells by family (layout without fill, tap and decap cells) --
| group | Yosys count | count (layout) | share of synthesized area (%) |
|---|---|---|---|
| AND/OR/NAND/NOR | 44 | 44 | 94.8 |
| buffers and inverters | 3 | 64 | 5.20 |
-- layer usage --
| metal | up-vias | share of wire, % | GRT usage, % |
|---|---|---|---|
| met3 | 0 | 10 | 1.70 |
| met4 | 0 | 0 | 0 |
| met1 | 267 | 45 | 8.11 |
| li1 | 270 | - | - |
| met5 | - | 0 | 0 |
| met2 | 21 | 44 | 9.71 |
-- power by group through the flow --
stage | registers [mW] | logic, mW | clock network [mW]
after CTS | 0 | 0.243 | 0
after global routing | 0 | 0.300 | 0
final | 0 | 0.280 | 0
-- how the worst max path moves through the flow --
stage | from | endpoint | slack [ps] | depth (start not counted)
finish | SEL[1] | OUT[24] | -230 | 5
global route | SEL[1] | OUT[20] | -280 | 7
CTS | SEL[2] | OUT[25] | -250 | 5
-- layout by cell type (no fill, tap or decap), drive strengths merged --
cell and n:
buf 59, nor2 32, nand3b 3, or3b 3, nand2b 2, clkbuf 2
nand3 1, nand2 1, or2 1, or3 1, dlymetal6s2s 1, dlygate4sd2 1
clkdlybuf4s50 1
-- timing repair --
action,in CTS,in global routing
endpoints found under the setup margin,32,32
setup buffers,23,2
gates resized,163,29
pin swaps,36,21
gates cloned,0,0
-- final cells by class --
class                           count  area [um2]  area share (%)
Timing Repair Buffer               64         531            55.2
Multi-Input combinational cell     44         373            38.8
Tap cell                           46        57.6            5.99
-- through the flow --
stage | util, % | hold slack (ps)
3_3_place_gp | 19.2 | 1530
5_1_grt | 28.1 | 769
3_5_place_dp | 19.2 | 1550
6_report | 28.1 | 748
4_1_cts | 25.2 | 756
2_1_floorplan | - | 522
No activity file was given, so power comes from the tool's default toggle rates.
